==> ./design.v <==
module FA(
    input  logic a,
    input  logic b,
    input  logic cin,
    output logic sum,
    output logic cout
);
    assign sum  = a ^ b ^ cin;
    assign cout = (a & b) | (cin & (a ^ b));
endmodule
module adder32bit(
  input  logic [31:0] a,
  input  logic [31:0] b,
  input  logic        cin,
  output logic [31:0] sum,
  output logic        cout
);
  logic [31:0] carry;
FA fa0  (.a(a[ 0]),.b(b[ 0]),.cin(cin),      .sum(sum[ 0]),.cout(carry[ 0]));
FA fa1  (.a(a[ 1]),.b(b[ 1]),.cin(carry[ 0]),.sum(sum[ 1]),.cout(carry[ 1]));
FA fa2  (.a(a[ 2]),.b(b[ 2]),.cin(carry[ 1]),.sum(sum[ 2]),.cout(carry[ 2]));
FA fa3  (.a(a[ 3]),.b(b[ 3]),.cin(carry[ 2]),.sum(sum[ 3]),.cout(carry[ 3]));
FA fa4  (.a(a[ 4]),.b(b[ 4]),.cin(carry[ 3]),.sum(sum[ 4]),.cout(carry[ 4]));
FA fa5  (.a(a[ 5]),.b(b[ 5]),.cin(carry[ 4]),.sum(sum[ 5]),.cout(carry[ 5]));
FA fa6  (.a(a[ 6]),.b(b[ 6]),.cin(carry[ 5]),.sum(sum[ 6]),.cout(carry[ 6]));
FA fa7  (.a(a[ 7]),.b(b[ 7]),.cin(carry[ 6]),.sum(sum[ 7]),.cout(carry[ 7]));
FA fa8  (.a(a[ 8]),.b(b[ 8]),.cin(carry[ 7]),.sum(sum[ 8]),.cout(carry[ 8]));
FA fa9  (.a(a[ 9]),.b(b[ 9]),.cin(carry[ 8]),.sum(sum[ 9]),.cout(carry[ 9]));
FA fa10 (.a(a[10]),.b(b[10]),.cin(carry[ 9]),.sum(sum[10]),.cout(carry[10]));
FA fa11 (.a(a[11]),.b(b[11]),.cin(carry[10]),.sum(sum[11]),.cout(carry[11]));
FA fa12 (.a(a[12]),.b(b[12]),.cin(carry[11]),.sum(sum[12]),.cout(carry[12]));
FA fa13 (.a(a[13]),.b(b[13]),.cin(carry[12]),.sum(sum[13]),.cout(carry[13]));
FA fa14 (.a(a[14]),.b(b[14]),.cin(carry[13]),.sum(sum[14]),.cout(carry[14]));
FA fa15 (.a(a[15]),.b(b[15]),.cin(carry[14]),.sum(sum[15]),.cout(carry[15]));
FA fa16 (.a(a[16]),.b(b[16]),.cin(carry[15]),.sum(sum[16]),.cout(carry[16]));
FA fa17 (.a(a[17]),.b(b[17]),.cin(carry[16]),.sum(sum[17]),.cout(carry[17]));
FA fa18 (.a(a[18]),.b(b[18]),.cin(carry[17]),.sum(sum[18]),.cout(carry[18]));
FA fa19 (.a(a[19]),.b(b[19]),.cin(carry[18]),.sum(sum[19]),.cout(carry[19]));
FA fa20 (.a(a[20]),.b(b[20]),.cin(carry[19]),.sum(sum[20]),.cout(carry[20]));
FA fa21 (.a(a[21]),.b(b[21]),.cin(carry[20]),.sum(sum[21]),.cout(carry[21]));
FA fa22 (.a(a[22]),.b(b[22]),.cin(carry[21]),.sum(sum[22]),.cout(carry[22]));
FA fa23 (.a(a[23]),.b(b[23]),.cin(carry[22]),.sum(sum[23]),.cout(carry[23]));
FA fa24 (.a(a[24]),.b(b[24]),.cin(carry[23]),.sum(sum[24]),.cout(carry[24]));
FA fa25 (.a(a[25]),.b(b[25]),.cin(carry[24]),.sum(sum[25]),.cout(carry[25]));
FA fa26 (.a(a[26]),.b(b[26]),.cin(carry[25]),.sum(sum[26]),.cout(carry[26]));
FA fa27 (.a(a[27]),.b(b[27]),.cin(carry[26]),.sum(sum[27]),.cout(carry[27]));
FA fa28 (.a(a[28]),.b(b[28]),.cin(carry[27]),.sum(sum[28]),.cout(carry[28]));
FA fa29 (.a(a[29]),.b(b[29]),.cin(carry[28]),.sum(sum[29]),.cout(carry[29]));
FA fa30 (.a(a[30]),.b(b[30]),.cin(carry[29]),.sum(sum[30]),.cout(carry[30]));
FA fa31 (.a(a[31]),.b(b[31]),.cin(carry[30]),.sum(sum[31]),.cout(carry[31]));
    assign cout = carry[31];
endmodule
module alu(
  input  logic [31:0] operand_a,
  input  logic [31:0] operand_b,
  input  logic [ 3:0] alu_op,  
  output logic [31:0] alu_data
);
  logic [31:0] arithmetic_result;
  logic [31:0] logical_result;
  logic [31:0] shift_result;
arithmetic_unit au(
  .operand_a(operand_a),
  .operand_b(operand_b),
  .sel(alu_op[1:0]),
  .arithmetic_result(arithmetic_result)
);
logical_unit lu(
  .operand_a(operand_a),
  .operand_b(operand_b),
  .sel(alu_op[1:0]),
  .logical_result(logical_result)
);
shift_unit su(
  .operand_a(operand_a),
  .operand_b(operand_b),
  .sel(alu_op[1:0]),
  .shift_result(shift_result)
);
mux4to1 alu_mux(
  .a(arithmetic_result),
  .b(logical_result),
  .c(shift_result),
  .d(32'd0),
  .sel(alu_op[3:2]),
  .s(alu_data)
);
endmodule
module arithmetic_unit(
  input  logic [31:0] operand_a,
  input  logic [31:0] operand_b,
  input  logic [ 1:0] sel,  
  output logic [31:0] arithmetic_result
);
  logic        sub_flag;
  logic [31:0] w_operand_b;
  logic [31:0] sum;
  logic        co;
  logic        signed_less, unsigned_less;
  adder32bit u_adder (
    .a (operand_a),
    .b (w_operand_b),
    .cin(sub_flag),    
    .sum(sum),
    .cout(co)
  );
  always_comb begin
    case(sel)
      2'b00: arithmetic_result = sum;                         
      2'b01: arithmetic_result = sum;                         
      2'b10: arithmetic_result = {31'b0, signed_less};        
      2'b11: arithmetic_result = {31'b0, unsigned_less};      
      default: arithmetic_result = 32'b0;
    endcase
  end
  assign sub_flag      = sel[1] | sel[0];
  assign w_operand_b   = operand_b ^ {32{sub_flag}};
  assign unsigned_less = ~co;
  assign signed_less   = operand_a[31] ^ operand_b[31] ? operand_a[31] : sum[31];
endmodule
module logical_unit(
  input  logic [31:0] operand_a,
  input  logic [31:0] operand_b,
  input  logic [ 1:0] sel,  
  output logic [31:0] logical_result
);
  always_comb begin
    case(sel)
      2'b00:   logical_result = operand_a & operand_b;
      2'b01:   logical_result = operand_a | operand_b;
      2'b10:   logical_result = operand_a ^ operand_b;
      default: logical_result = 32'd0;
    endcase
  end
endmodule
module mux4to1(
  input  logic [31:0] a,
  input  logic [31:0] b,
  input  logic [31:0] c,
  input  logic [31:0] d,
  input  logic [ 1:0] sel,
  output logic [31:0] s
);
  always_comb begin
    case(sel)
      2'b00: s = a;
      2'b01: s = b;
      2'b10: s = c;
      2'b11: s = d;
    endcase
  end
endmodule
module shift_unit(
  input  logic [31:0] operand_a,
  input  logic [31:0] operand_b,
  input  logic [ 1:0] sel,   
  output logic [31:0] shift_result
);
  logic [ 4:0] shamt;
  logic        fill;
  logic [31:0] stage [0:5];
  assign stage[0] = sel[0] ? operand_a : {
    operand_a[ 0], operand_a[ 1], operand_a[ 2], operand_a[ 3],
    operand_a[ 4], operand_a[ 5], operand_a[ 6], operand_a[ 7],
    operand_a[ 8], operand_a[ 9], operand_a[10], operand_a[11],
    operand_a[12], operand_a[13], operand_a[14], operand_a[15],
    operand_a[16], operand_a[17], operand_a[18], operand_a[19],
    operand_a[20], operand_a[21], operand_a[22], operand_a[23],
    operand_a[24], operand_a[25], operand_a[26], operand_a[27],
    operand_a[28], operand_a[29], operand_a[30], operand_a[31]
  };
  assign stage[1] = shamt[0] ? {fill,       stage[0][31:1]}   : stage[0];
  assign stage[2] = shamt[1] ? {{2{fill}},  stage[1][31:2]}   : stage[1];
  assign stage[3] = shamt[2] ? {{4{fill}},  stage[2][31:4]}   : stage[2];
  assign stage[4] = shamt[3] ? {{8{fill}},  stage[3][31:8]}   : stage[3];
  assign stage[5] = shamt[4] ? {{16{fill}}, stage[4][31:16]}  : stage[4];
  assign shift_result = sel[0] ? stage[5] : {
    stage[5][ 0], stage[5][ 1], stage[5][ 2], stage[5][ 3],
    stage[5][ 4], stage[5][ 5], stage[5][ 6], stage[5][ 7],
    stage[5][ 8], stage[5][ 9], stage[5][10], stage[5][11],
    stage[5][12], stage[5][13], stage[5][14], stage[5][15],
    stage[5][16], stage[5][17], stage[5][18], stage[5][19],
    stage[5][20], stage[5][21], stage[5][22], stage[5][23],
    stage[5][24], stage[5][25], stage[5][26], stage[5][27],
    stage[5][28], stage[5][29], stage[5][30], stage[5][31]
  };
  assign shamt = operand_b[4:0];
  assign fill  = sel[1] ? operand_a[31] : 1'b0;
endmodule
==> ./run.sh <==
#!/bin/bash
# OpenROAD 26Q1-2900-gdf79404cd8, Yosys 0.63+post, stock flow scripts
make -C /OpenROAD-flow-scripts/flow DESIGN_CONFIG=/design/flow/config.mk WORK_HOME=/design/flow/orfs finish
==> ./config.mk <==
export PLATFORM = sky130hd
export DESIGN_NAME = alu
export DESIGN_NICKNAME = alu
export VERILOG_FILES = /design/flow/design.v
export SDC_FILE = /design/flow/constraint.sdc
export NUM_CORES = 4
export LEC_CHECK = 1
export CORE_UTILIZATION = 40
export SYNTH_HDL_FRONTEND = slang
==> ./constraint.sdc <==
current_design alu

set clk_period 21.0
set clk_io_pct 0.2

create_clock -name clk0 -period $clk_period

set non_clock_inputs [all_inputs -no_clocks]
set_input_delay [expr $clk_period * $clk_io_pct] -clock clk0 $non_clock_inputs
set_output_delay [expr $clk_period * $clk_io_pct] -clock clk0 [all_outputs]
==> impl_metrics.env <==
# flow metrics
export IMPL_outcome="finished clean"
export IMPL_design_area_um2=7059
export IMPL_grt_busiest_layer="met2"
export IMPL_ys_seq_share_pct=0
export IMPL_max_cap_violations=0
export IMPL_grt_pass1_wl_um=34830
export IMPL_grtUsageTotal_pct=32.79
export IMPL_synthDistinctLibCells=59
export IMPL_finalCritPeriodShare_pct=99.53
export IMPL_tool_warnings=66
export IMPL_instances_no_fill=972
export IMPL_required_ns=16.80
export IMPL_antenna_found_initial=0
export IMPL_initial_core_util_pct=41.63
export IMPL_ios=100
export IMPL_wl_per_cell_um=23.60
export IMPL_power_leakage_uw=0.002877
export IMPL_lay_top_count="clkdlybuf4s50_1"
export IMPL_crit_arrival_ns=16.70
export IMPL_grt_max_degree=59
export IMPL_placementRows=43
export IMPL_num_vias=5940
export IMPL_die_area_um2=15100
export IMPL_worst_slew_pin_transition_ns=0.8126
export IMPL_drtPass1Iterations=6
export IMPL_setup_viol=0
export IMPL_path_delay_family="adder cells"
export IMPL_drt_iter0_drc=550
export IMPL_antenna_cells=0
export IMPL_nClkBuffers=0
export IMPL_relSlewSlack_pct=45.69
export IMPL_placed_cell_area_um2=7044
export IMPL_critPathMaxStageDelay_ns=0.52
export IMPL_hold_buffers=0
export IMPL_drc=0
export IMPL_portBuffers=100
export IMPL_ys_area_um2=5846
export IMPL_core_um2=14040
export IMPL_area_delta_synth_final_pct=20.76
export IMPL_dp_cells=971
export IMPL_die_x_um=122.9
export IMPL_peakVddDrop_uv=17.45
export IMPL_yosys_cells=729
export IMPL_critPathBufInv=4
export IMPL_final_seq_area_um2=0
export IMPL_use_met2_pct=54.28
export IMPL_gp_congestion=0.9751
export IMPL_grt_overflow=0
export IMPL_final_antenna_net_count=0
export IMPL_wl_um=22940
export IMPL_yosysWarningCount=0
export IMPL_rsz0062_at_grt="true"
export IMPL_setup_worst_path_end_class="output port"
export IMPL_slowest_stage="fa_1"
export IMPL_syn_instance_count=729
export IMPL_use_met1_pct=44.51
export IMPL_drt_vias_per_instance=6.111
export IMPL_ff_count=0
export IMPL_drive_gt1_share_pct=16.54
export IMPL_crit_type="in -> out"
export IMPL_drv_slew=0
export IMPL_finalCriticalPeriod_ns=20.90
export IMPL_synth_avg_cell_area_um2=8.019
export IMPL_cp_start_kind="primary input"
export IMPL_max_freq_mhz=47.84
export IMPL_hold_viol=0
export IMPL_syn_area_um2=5846
export IMPL_die_h_um=122.9
export IMPL_path_common_cell="fa_2"
export IMPL_final_cell_mix="clkdlybuf4s50_1 (92), nand2_1 (87), o21ai_0 (67)"
export IMPL_dpl_hpwl_um=18170
export IMPL_power_density_nw_per_um2=28.38
export IMPL_grt_pass1_vias=5694
export IMPL_use_met3_pct=5.838
export IMPL_hp_class="in -> out"
export IMPL_path_max_fanout=2
[final cells by class]
type	count	area, um2
fillers	1328	6983
multi-input cells	594	5386
repair buffers	126	1177
inverters	72	270.3
well taps	180	225.2
[worst paths after layout]
path	slack, ns	startpoint	depth (start not counted)	end
min	9.29	alu_op[1]	6	alu_data[31]
max	0.1	operand_b[1]	42	alu_data[0]
[cells in the mapped netlist (7+ instances only)]
cell | instances | area [um2]
clkbuf_1 | 34 | 127.6
xnor2_1 | 31 | 271.5
o221ai_1 | 19 | 166.4
mux4_1 | 11 | 289.0
nor2_1 | 50 | 187.7
o21ai_0 | 67 | 335.3
nor3_1 | 7 | 35.03
a22oi_1 | 18 | 135.1
mux4_2 | 35 | 788.3
a211oi_1 | 9 | 67.56
inv_1 | 68 | 255.2
ha_1 | 64 | 800.8
mux2i_1 | 23 | 230.2
nand2_1 | 87 | 326.6
a21oi_1 | 45 | 225.2
fa_1 | 31 | 620.6
buf_2 | 13 | 65.06
nand3_1 | 8 | 40.04
mux2_2 | 16 | 180.2
buf_1 | 9 | 33.78
[metal layers]
layer,up-vias,wire [um]
met5,-,0
met4,0,871
met3,40,1488
met2,260,11300
met1,2855,9278
li1,2785,-
[cells by family after synthesis]
group                      after synthesis  synth area share, %
xor gates and xnor gates                32                4.923
adders and majority gates               95                24.32
buffers and inverters                  135                9.803
AOI/OAI and AO/OA                      205                22.62
and+or+nand+nor                        177                12.89
muxes                                   85                25.45
[stage by stage]
stage | hold slack, ns | TNS [ns] | total power, uW | util (%) | worst slack [ns]
after global placement | 9.568 | -2.632 | 198.9 | 50.16 | -1.181
after floorplan | 8.578 | -0.4459 | 114.4 | - | -0.4459
final | 9.285 | 0 | 200.4 | 50.27 | 0.09809
after detailed placement | 9.569 | -2.743 | 199.5 | 50.16 | -1.221
after global routing | 9.313 | -0.1928 | 217.6 | 50.27 | -0.1928
after CTS | 9.399 | 0 | 199.8 | 50.25 | 0.04385
[power by group]
group | switching, uW | internal [uW]
Clock | 0 | 0
Sequential | 0 | 0
Combinational | 106 | 94.2
Total | 106 | 94.2
[repair_timing]
item,4_1_cts,5_1_grt
gates resized,14,4
setup buffers,1,0
pin swaps,33,2
cloned,0,0
endpoints found under the setup margin,4,2
Power figures rest on the tool's default switching activity, not on a simulated workload.
