File: /design/flow/config.mk
export PLATFORM = sky130hd
export DESIGN_NAME = brc
export DESIGN_NICKNAME = brc
export VERILOG_FILES = /design/flow/design.v
export SDC_FILE = /design/flow/constraint.sdc
export NUM_CORES = 4
export LEC_CHECK = 1
export CORE_AREA = 10 10 97 97
export DIE_AREA = 0 0 107 107
export SYNTH_HDL_FRONTEND = slang
File: /design/flow/constraint.sdc
current_design brc

set clk_period 28.4
set clk_io_pct 0.2

create_clock -name clk0 -period $clk_period

set non_clock_inputs [all_inputs -no_clocks]
set_input_delay [expr $clk_period * $clk_io_pct] -clock clk0 $non_clock_inputs
set_output_delay [expr $clk_period * $clk_io_pct] -clock clk0 [all_outputs]
File: /design/flow/design.v
module FA(
    input  logic a,
    input  logic b,
    input  logic cin,
    output logic sum,
    output logic cout
);
    assign sum  = a ^ b ^ cin;
    assign cout = (a & b) | (cin & (a ^ b));
endmodule
module adder32bit(
  input  logic [31:0] a,
  input  logic [31:0] b,
  input  logic        cin,
  output logic [31:0] sum,
  output logic        cout
);
  logic [31:0] carry;
FA fa0  (.a(a[ 0]),.b(b[ 0]),.cin(cin),      .sum(sum[ 0]),.cout(carry[ 0]));
FA fa1  (.a(a[ 1]),.b(b[ 1]),.cin(carry[ 0]),.sum(sum[ 1]),.cout(carry[ 1]));
FA fa2  (.a(a[ 2]),.b(b[ 2]),.cin(carry[ 1]),.sum(sum[ 2]),.cout(carry[ 2]));
FA fa3  (.a(a[ 3]),.b(b[ 3]),.cin(carry[ 2]),.sum(sum[ 3]),.cout(carry[ 3]));
FA fa4  (.a(a[ 4]),.b(b[ 4]),.cin(carry[ 3]),.sum(sum[ 4]),.cout(carry[ 4]));
FA fa5  (.a(a[ 5]),.b(b[ 5]),.cin(carry[ 4]),.sum(sum[ 5]),.cout(carry[ 5]));
FA fa6  (.a(a[ 6]),.b(b[ 6]),.cin(carry[ 5]),.sum(sum[ 6]),.cout(carry[ 6]));
FA fa7  (.a(a[ 7]),.b(b[ 7]),.cin(carry[ 6]),.sum(sum[ 7]),.cout(carry[ 7]));
FA fa8  (.a(a[ 8]),.b(b[ 8]),.cin(carry[ 7]),.sum(sum[ 8]),.cout(carry[ 8]));
FA fa9  (.a(a[ 9]),.b(b[ 9]),.cin(carry[ 8]),.sum(sum[ 9]),.cout(carry[ 9]));
FA fa10 (.a(a[10]),.b(b[10]),.cin(carry[ 9]),.sum(sum[10]),.cout(carry[10]));
FA fa11 (.a(a[11]),.b(b[11]),.cin(carry[10]),.sum(sum[11]),.cout(carry[11]));
FA fa12 (.a(a[12]),.b(b[12]),.cin(carry[11]),.sum(sum[12]),.cout(carry[12]));
FA fa13 (.a(a[13]),.b(b[13]),.cin(carry[12]),.sum(sum[13]),.cout(carry[13]));
FA fa14 (.a(a[14]),.b(b[14]),.cin(carry[13]),.sum(sum[14]),.cout(carry[14]));
FA fa15 (.a(a[15]),.b(b[15]),.cin(carry[14]),.sum(sum[15]),.cout(carry[15]));
FA fa16 (.a(a[16]),.b(b[16]),.cin(carry[15]),.sum(sum[16]),.cout(carry[16]));
FA fa17 (.a(a[17]),.b(b[17]),.cin(carry[16]),.sum(sum[17]),.cout(carry[17]));
FA fa18 (.a(a[18]),.b(b[18]),.cin(carry[17]),.sum(sum[18]),.cout(carry[18]));
FA fa19 (.a(a[19]),.b(b[19]),.cin(carry[18]),.sum(sum[19]),.cout(carry[19]));
FA fa20 (.a(a[20]),.b(b[20]),.cin(carry[19]),.sum(sum[20]),.cout(carry[20]));
FA fa21 (.a(a[21]),.b(b[21]),.cin(carry[20]),.sum(sum[21]),.cout(carry[21]));
FA fa22 (.a(a[22]),.b(b[22]),.cin(carry[21]),.sum(sum[22]),.cout(carry[22]));
FA fa23 (.a(a[23]),.b(b[23]),.cin(carry[22]),.sum(sum[23]),.cout(carry[23]));
FA fa24 (.a(a[24]),.b(b[24]),.cin(carry[23]),.sum(sum[24]),.cout(carry[24]));
FA fa25 (.a(a[25]),.b(b[25]),.cin(carry[24]),.sum(sum[25]),.cout(carry[25]));
FA fa26 (.a(a[26]),.b(b[26]),.cin(carry[25]),.sum(sum[26]),.cout(carry[26]));
FA fa27 (.a(a[27]),.b(b[27]),.cin(carry[26]),.sum(sum[27]),.cout(carry[27]));
FA fa28 (.a(a[28]),.b(b[28]),.cin(carry[27]),.sum(sum[28]),.cout(carry[28]));
FA fa29 (.a(a[29]),.b(b[29]),.cin(carry[28]),.sum(sum[29]),.cout(carry[29]));
FA fa30 (.a(a[30]),.b(b[30]),.cin(carry[29]),.sum(sum[30]),.cout(carry[30]));
FA fa31 (.a(a[31]),.b(b[31]),.cin(carry[30]),.sum(sum[31]),.cout(carry[31]));
    assign cout = carry[31];
endmodule
module brc(
  input  logic [31:0] rs1_data,
  input  logic [31:0] rs2_data,
  input  logic        br_un,
  output logic        br_less,
  output logic        br_equal
);
  logic [31:0] br_diff;
  logic        co;
  logic        br_less_s;
  logic        br_less_u;
adder32bit u_adder (
  .a (rs1_data),
  .b (~rs2_data),
  .cin(1'b1),
  .sum (br_diff),
  .cout(co)
);
  assign br_less_u = ~co;
  assign br_less_s = rs1_data[31] ^ rs2_data[31] ? rs1_data[31] : br_diff[31];
  assign br_less   = br_un ? br_less_u : br_less_s;
  assign br_equal  = ~(|br_diff);
endmodule
File: /design/flow/run.sh
#!/bin/bash
# OpenROAD 26Q1-2900-gdf79404cd8, Yosys 0.63+post, stock flow scripts
make -C /OpenROAD-flow-scripts/flow DESIGN_CONFIG=/design/flow/config.mk WORK_HOME=/design/flow/orfs finish
==> results.json <==
{
  "hp-class": "input port to output port",
  "vdd_ir_drop_max_uv": 5.54,
  "yosys_area_um2": 877,
  "top_area_frac": 0.730,
  "vias": 782,
  "critPathMaxFanout": 2,
  "rsz0062_at_grt": "false",
  "finalSetupViolCount": 0,
  "seq_power_share": 0,
  "crit_required_ps": 22720,
  "ys_cells": 82,
  "p_per_area_mw_per_mm2": 14.2,
  "synth_area_per_cell_um2": 10.7,
  "wl_per_cell_um": 12.8,
  "setup.worst_path.class": "input port to output port",
  "fp_util": 0.120,
  "swShare": 0.387,
  "hpwl_um": 3140,
  "slowest_stage": "or4_1",
  "p_int_uw": 14.6,
  "area_growth_pct": 90.6,
  "num_io_pins": 67,
  "period_minus_slack_ps": 25230,
  "io_buffers": 67,
  "start_kind": "input port",
  "area_leaders": "fa_1 (73%), inv_1 (16%), nand4_1 (4.3%)",
  "cp.arrival_ps": 19550,
  "status": "finished, final reports clean",
  "yosysTopAreaCell": "fa_1",
  "relSlewSlack": 0.898,
  "clock_power_share": 0,
  "fill_cells": 805,
  "max_cap_violations": 0,
  "clock.fmax_mhz": 39.6,
  "drive_gt1_frac": 0.00671,
  "crit_path_frequent_cell": "fa_1",
  "warning_count": 33,
  "finalClockPeriodUsage": 0.888,
  "worst_pin_slew_ps": 153,
  "fp-row-count": 31,
  "routed_wl_um": 3170,
  "grt_pass1_wl_um": 4990,
  "synth.top_cells.by_count": "inv_1 (37), fa_1 (32), nand4_1 (6)",
  "ys_seq_share": 0,
  "grt_pass1_vias": 1005,
  "ff_latch_area_um2": 0,
  "antenna_found_initial": 0,
  "final_hold_viol_count": 0,
  "top_cell": "inv_1",
  "maxSlewViolCount": 0,
  "p_switching_uw": 9.18,
  "synth.yosys.warnings": 0,
  "place.gp.congestion": 0.812,
  "clkbuf_count": 0,
  "leakagePower_uw": 0.000712,
  "via_per_inst": 3.15,
  "finalWorstSetupSlack_ps": 3170,
  "drt_pass1_iterations": 1,
  "antenna_cells": 0,
  "grt_max_degree": 3,
  "hold_buffers": 0,
  "grt_remaining_overflow": 0,
  "setup_tns_ps": 0,
  "dp_slack_ps": 3080,
  "drc": 0,
  "seq_cell_count": 0,
  "netlist_area_um2": 877,
  "final_util": 0.229,
  "dieArea_mm2": 0.0114,
  "cpPeakStageDelay_ps": 520,
  "post_cts_resized": 0,
  "ys_types": 8,
  "syn_inst": 82,
  "ant_nets": 0,
  "postCtsSetupRepairBufs": 0,
  "grt_use_total": 0.0566,
  "drtIter0Drc": 0,
  "core_mm2": 0.00729,
  "endpoint_kind": "output port",
  "die_w_um": 107,
  "die_h_um": 107,
  "power_frac_comb": 1.000
}
## critical path: cells and delay by family
kind	cells	cell delay, ps
buffers and inverters	7	1270
adder cells (fa/ha/maj)	32	11850
AND/OR/NAND/NOR	3	720
## cells by family after synthesis
family	synth area share
adder cells (fa/ha/maj)	0.745
AND/OR/NAND/NOR	0.0842
buffers and inverters	0.158
multiplexers	0.0128
## cell type report
class	count	area, um^2	area share
tap	99	124	0.0741
inverter	37	139	0.0831
timing repair buffer	67	671	0.401
multi-input combinational	45	738	0.442
## routing by layer
layer  vias to the layer above  wire length, um  GRT usage
met4                         0                0          0
met3                         0              384     0.0297
li1                        364                -          -
met2                        48             1480     0.0979
met5                         -                0          0
met1                       370             1300     0.0648
## placed cells by master (no fill, tap or decap), drive strengths merged
cell type	n
or4	2
clkdlybuf4s50	67
mux2	1
ha	1
fa	32
nand4b	2
inv	37
nand4	6
nor2	1
## power by group through the flow
stage	registers (uW)	logic [uW]	clock network (uW)
final	0	23.7	0
after global routing	0	27.7	0
after CTS	0	24.6	0
## path summary, 6_finish.rpt
kind | from | endpoint | slack, ps | cells past startpoint
setup / recovery | rs1_data[0] | br_equal | 3170 | 42
hold / removal | br_un | br_less | 12430 | 3
## stage by stage
stage | hold WS [ps] | instances | total power [uW] | area, um^2
2_1_floorplan | 11470 | 82 | 9.98 | 877
3_3_place_gp | 12430 | 248 | 24.3 | 1670
3_5_place_dp | 12440 | 248 | 24.4 | 1670
4_1_cts | 12450 | 248 | 24.6 | 1670
5_1_grt | 12480 | 248 | 27.7 | 1670
6_report | 12430 | 248 | 23.7 | 1670
No activity file was given, so power comes from the tool's default toggle rates.
