==> design/flow/design.v <==
module regfile(
  input  logic        i_clk,
  input  logic        i_rst,
  input  logic [ 4:0] i_rs1_addr,
  input  logic [ 4:0] i_rs2_addr,
  output logic [31:0] o_rs1_data,
  output logic [31:0] o_rs2_data,
  input  logic [ 4:0] i_rd_addr,
  input  logic [31:0] i_rd_data,
  input  logic        i_rd_wren
);
  logic [31:0] wren;
  logic [31:0] reg_mem [0:31];
wren_decoder u_wren_decoder (
  .rd_addr (i_rd_addr),
  .rd_wren (i_rd_wren),
  .wren    (wren)
);
regmem u_regmem (
  .i_clk    (i_clk),
  .i_rst    (i_rst),
  .i_rd_data(i_rd_data),
  .wren     (wren),
  .reg_mem  (reg_mem)
);
mux5to32 u_mux_rs1 (
  .rsx_addr (i_rs1_addr),
  .register (reg_mem),
  .rsx_data (o_rs1_data)
);
mux5to32 u_mux_rs2 (
  .rsx_addr (i_rs2_addr),
  .register (reg_mem),
  .rsx_data (o_rs2_data)
);
endmodule
module register
#(parameter N = 32)(
  input  logic        i_clk,
  input  logic        i_rst,
  input  logic [N-1:0] d,
  input  logic        wren,
  output logic [N-1:0] q
);
  always_ff @(posedge i_clk or negedge i_rst)
  begin
    if (!i_rst)
      q <= 'd0;
    else if (wren)
      q <= d;
  end
endmodule
module regmem(
  input  logic        i_clk,
  input  logic        i_rst,
  input  logic [31:0] i_rd_data,
  input  logic [31:0] wren,
  output logic [31:0] reg_mem [0:31]
);
  register u_reg0  (.i_clk(i_clk), .i_rst(i_rst), .d(i_rd_data), .wren(wren[0]),  .q(reg_mem[0]));
  register u_reg1  (.i_clk(i_clk), .i_rst(i_rst), .d(i_rd_data), .wren(wren[1]),  .q(reg_mem[1]));
  register u_reg2  (.i_clk(i_clk), .i_rst(i_rst), .d(i_rd_data), .wren(wren[2]),  .q(reg_mem[2]));
  register u_reg3  (.i_clk(i_clk), .i_rst(i_rst), .d(i_rd_data), .wren(wren[3]),  .q(reg_mem[3]));
  register u_reg4  (.i_clk(i_clk), .i_rst(i_rst), .d(i_rd_data), .wren(wren[4]),  .q(reg_mem[4]));
  register u_reg5  (.i_clk(i_clk), .i_rst(i_rst), .d(i_rd_data), .wren(wren[5]),  .q(reg_mem[5]));
  register u_reg6  (.i_clk(i_clk), .i_rst(i_rst), .d(i_rd_data), .wren(wren[6]),  .q(reg_mem[6]));
  register u_reg7  (.i_clk(i_clk), .i_rst(i_rst), .d(i_rd_data), .wren(wren[7]),  .q(reg_mem[7]));
  register u_reg8  (.i_clk(i_clk), .i_rst(i_rst), .d(i_rd_data), .wren(wren[8]),  .q(reg_mem[8]));
  register u_reg9  (.i_clk(i_clk), .i_rst(i_rst), .d(i_rd_data), .wren(wren[9]),  .q(reg_mem[9]));
  register u_reg10 (.i_clk(i_clk), .i_rst(i_rst), .d(i_rd_data), .wren(wren[10]), .q(reg_mem[10]));
  register u_reg11 (.i_clk(i_clk), .i_rst(i_rst), .d(i_rd_data), .wren(wren[11]), .q(reg_mem[11]));
  register u_reg12 (.i_clk(i_clk), .i_rst(i_rst), .d(i_rd_data), .wren(wren[12]), .q(reg_mem[12]));
  register u_reg13 (.i_clk(i_clk), .i_rst(i_rst), .d(i_rd_data), .wren(wren[13]), .q(reg_mem[13]));
  register u_reg14 (.i_clk(i_clk), .i_rst(i_rst), .d(i_rd_data), .wren(wren[14]), .q(reg_mem[14]));
  register u_reg15 (.i_clk(i_clk), .i_rst(i_rst), .d(i_rd_data), .wren(wren[15]), .q(reg_mem[15]));
  register u_reg16 (.i_clk(i_clk), .i_rst(i_rst), .d(i_rd_data), .wren(wren[16]), .q(reg_mem[16]));
  register u_reg17 (.i_clk(i_clk), .i_rst(i_rst), .d(i_rd_data), .wren(wren[17]), .q(reg_mem[17]));
  register u_reg18 (.i_clk(i_clk), .i_rst(i_rst), .d(i_rd_data), .wren(wren[18]), .q(reg_mem[18]));
  register u_reg19 (.i_clk(i_clk), .i_rst(i_rst), .d(i_rd_data), .wren(wren[19]), .q(reg_mem[19]));
  register u_reg20 (.i_clk(i_clk), .i_rst(i_rst), .d(i_rd_data), .wren(wren[20]), .q(reg_mem[20]));
  register u_reg21 (.i_clk(i_clk), .i_rst(i_rst), .d(i_rd_data), .wren(wren[21]), .q(reg_mem[21]));
  register u_reg22 (.i_clk(i_clk), .i_rst(i_rst), .d(i_rd_data), .wren(wren[22]), .q(reg_mem[22]));
  register u_reg23 (.i_clk(i_clk), .i_rst(i_rst), .d(i_rd_data), .wren(wren[23]), .q(reg_mem[23]));
  register u_reg24 (.i_clk(i_clk), .i_rst(i_rst), .d(i_rd_data), .wren(wren[24]), .q(reg_mem[24]));
  register u_reg25 (.i_clk(i_clk), .i_rst(i_rst), .d(i_rd_data), .wren(wren[25]), .q(reg_mem[25]));
  register u_reg26 (.i_clk(i_clk), .i_rst(i_rst), .d(i_rd_data), .wren(wren[26]), .q(reg_mem[26]));
  register u_reg27 (.i_clk(i_clk), .i_rst(i_rst), .d(i_rd_data), .wren(wren[27]), .q(reg_mem[27]));
  register u_reg28 (.i_clk(i_clk), .i_rst(i_rst), .d(i_rd_data), .wren(wren[28]), .q(reg_mem[28]));
  register u_reg29 (.i_clk(i_clk), .i_rst(i_rst), .d(i_rd_data), .wren(wren[29]), .q(reg_mem[29]));
  register u_reg30 (.i_clk(i_clk), .i_rst(i_rst), .d(i_rd_data), .wren(wren[30]), .q(reg_mem[30]));
  register u_reg31 (.i_clk(i_clk), .i_rst(i_rst), .d(i_rd_data), .wren(wren[31]), .q(reg_mem[31]));
endmodule
module mux5to32(
  input  logic [ 4:0] rsx_addr,
  input  logic [31:0] register [0:31],
  output logic [31:0] rsx_data
);
  always_comb begin
    case (rsx_addr)
      5'd0:  rsx_data = register[0];
      5'd1:  rsx_data = register[1];
      5'd2:  rsx_data = register[2];
      5'd3:  rsx_data = register[3];
      5'd4:  rsx_data = register[4];
      5'd5:  rsx_data = register[5];
      5'd6:  rsx_data = register[6];
      5'd7:  rsx_data = register[7];
      5'd8:  rsx_data = register[8];
      5'd9:  rsx_data = register[9];
      5'd10: rsx_data = register[10];
      5'd11: rsx_data = register[11];
      5'd12: rsx_data = register[12];
      5'd13: rsx_data = register[13];
      5'd14: rsx_data = register[14];
      5'd15: rsx_data = register[15];
      5'd16: rsx_data = register[16];
      5'd17: rsx_data = register[17];
      5'd18: rsx_data = register[18];
      5'd19: rsx_data = register[19];
      5'd20: rsx_data = register[20];
      5'd21: rsx_data = register[21];
      5'd22: rsx_data = register[22];
      5'd23: rsx_data = register[23];
      5'd24: rsx_data = register[24];
      5'd25: rsx_data = register[25];
      5'd26: rsx_data = register[26];
      5'd27: rsx_data = register[27];
      5'd28: rsx_data = register[28];
      5'd29: rsx_data = register[29];
      5'd30: rsx_data = register[30];
      5'd31: rsx_data = register[31];
      default: rsx_data = 32'b0;
    endcase
  end
endmodule
module wren_decoder(
  input  logic [ 4:0] rd_addr,
  input  logic        rd_wren,
  output logic [31:0] wren
);
  always_comb begin
    case(rd_addr)
      5'd0:  wren = 32'd0;
      5'd1:  wren = rd_wren ? 32'h0000_0002 : 32'd0;
      5'd2:  wren = rd_wren ? 32'h0000_0004 : 32'd0;
      5'd3:  wren = rd_wren ? 32'h0000_0008 : 32'd0;
      5'd4:  wren = rd_wren ? 32'h0000_0010 : 32'd0;
      5'd5:  wren = rd_wren ? 32'h0000_0020 : 32'd0;
      5'd6:  wren = rd_wren ? 32'h0000_0040 : 32'd0;
      5'd7:  wren = rd_wren ? 32'h0000_0080 : 32'd0;
      5'd8:  wren = rd_wren ? 32'h0000_0100 : 32'd0;
      5'd9:  wren = rd_wren ? 32'h0000_0200 : 32'd0;
      5'd10: wren = rd_wren ? 32'h0000_0400 : 32'd0;
      5'd11: wren = rd_wren ? 32'h0000_0800 : 32'd0;
      5'd12: wren = rd_wren ? 32'h0000_1000 : 32'd0;
      5'd13: wren = rd_wren ? 32'h0000_2000 : 32'd0;
      5'd14: wren = rd_wren ? 32'h0000_4000 : 32'd0;
      5'd15: wren = rd_wren ? 32'h0000_8000 : 32'd0;
      5'd16: wren = rd_wren ? 32'h0001_0000 : 32'd0;
      5'd17: wren = rd_wren ? 32'h0002_0000 : 32'd0;
      5'd18: wren = rd_wren ? 32'h0004_0000 : 32'd0;
      5'd19: wren = rd_wren ? 32'h0008_0000 : 32'd0;
      5'd20: wren = rd_wren ? 32'h0010_0000 : 32'd0;
      5'd21: wren = rd_wren ? 32'h0020_0000 : 32'd0;
      5'd22: wren = rd_wren ? 32'h0040_0000 : 32'd0;
      5'd23: wren = rd_wren ? 32'h0080_0000 : 32'd0;
      5'd24: wren = rd_wren ? 32'h0100_0000 : 32'd0;
      5'd25: wren = rd_wren ? 32'h0200_0000 : 32'd0;
      5'd26: wren = rd_wren ? 32'h0400_0000 : 32'd0;
      5'd27: wren = rd_wren ? 32'h0800_0000 : 32'd0;
      5'd28: wren = rd_wren ? 32'h1000_0000 : 32'd0;
      5'd29: wren = rd_wren ? 32'h2000_0000 : 32'd0;
      5'd30: wren = rd_wren ? 32'h4000_0000 : 32'd0;
      5'd31: wren = rd_wren ? 32'h8000_0000 : 32'd0;
      default: wren = 32'd0;
    endcase
  end
endmodule
==> design/flow/run.sh <==
#!/bin/bash
# OpenROAD 26Q1-2900-gdf79404cd8, Yosys 0.63+post, stock flow scripts
make -C /OpenROAD-flow-scripts/flow DESIGN_CONFIG=/design/flow/config.mk WORK_HOME=/design/flow/orfs finish
==> design/flow/config.mk <==
export PLATFORM = sky130hd
export DESIGN_NAME = regfile
export DESIGN_NICKNAME = regfile
export VERILOG_FILES = /design/flow/design.v
export SDC_FILE = /design/flow/constraint.sdc
export NUM_CORES = 4
export LEC_CHECK = 1
export CORE_UTILIZATION = 50
export SYNTH_HDL_FRONTEND = slang
==> design/flow/constraint.sdc <==
current_design regfile

set clk_period 6.5
set clk_io_pct 0.2

create_clock -name clk0 -period $clk_period [get_ports {i_clk}]

set non_clock_inputs [all_inputs -no_clocks]
set_input_delay [expr $clk_period * $clk_io_pct] -clock clk0 $non_clock_inputs
set_output_delay [expr $clk_period * $clk_io_pct] -clock clk0 [all_outputs]
==> impl_metrics.yaml <==
# physical design summary
run_status:
  outcome: "finished clean"
synthesis:
  edf_count: 0
  flop_cell: "dfrtp_1"
  postSynthSeqShare: 0.495
  syn_inst: 4198
  synth_warnings: 0
  area_leaders: "dfrtp_1 49%, mux2_2 22%, a22oi_1 9.8%"
  synthDistinctLibCells: 58
  largest_area_cell: "dfrtp_1"
  netlist.area_leader.share: 0.495
  async_flop_share: 1.00
  ys_cells: 4198
  synth_area_mm2: 0.0502
  ys_seq_elements: 992
  yosys_area_mm2: 0.0502
  syn_avg_cell_area_um2: 12.0
setup_path:
  cp.required_ns: 5.20
  cp_data_arrival_time_ns: 5.17
  crit_path_start_kind: "input pin"
  critPathCaptureType: "primary output"
  crit_fanout: 15
  path_class: "in2out"
final_timing:
  hold_violations: 0
  relSlewSlack: 0.179
  finalClockPeriodUsage: 0.995
  fmax_mhz: 155
  fin_setup_tns_ns: 0
  timing.final.ws_setup_ns: 0.0335
  finClkSkew_ns: 0
  rsz0062_at_grt: "false"
  setup_viol: 0
  tightest_slew_ns: 1.23
  period_needed_ns: 6.47
  final_max_slew_viol_count: 0
clock_network:
  clkTransAtPathRegs_ns: 0.06
  clockBufferDepth: 3
  cts_max_level: 3
  cts_tree: "done"
  postCtsSetupBuffers: 0
  clkLatencyLatePin_ns: 0.72
  root_buffer: "clkbuf_16"
  numCtsBuffers: 109
  clock-sinks: 992
cells_and_area:
  area_growth_pct: 15.5
  final_cell_mix: "992 x dfrtp_1, 962 x mux2_2, 658 x a22oi_1"
  fin_area_mm2: 0.0579
  lay_top_count: "dfrtp_1"
  post-route-util: 0.586
  layout-drive-gt1-share: 0.362
global_routing:
  track_usage: 0.489
  overflow: 0
  grt_pass1_vias: 41768
  grt_pass1_wl_um: 328000
  antenna_found_initial: 15
  grt_max_degree: 125
die:
  die_w_um: 319
  num_io_pins: 114
  initCoreUtil: 0.508
  die_y_um: 319
  row_count: 115
  coreArea_mm2: 0.0989
  die-area_mm2: 0.102
placement:
  dpl_cell_area_mm2: 0.0540
  placement.io_buffers: 113
  routabilityCongestion: 1.08
  post-place-ws_ns: 0.197
  dpl.hpwl_um: 148000
min_path:
  hold_class: "in2async"
power_and_ir_drop:
  p_leak_nw: 26.4
  power_mw: 17.7
  power.density_mw_per_mm2: 305
  peakVddDrop_mv: 0.258
job:
  maxCapViolCount: 0
  warnings: 37
detailed_routing:
  drc: 0
  wl_per_cell_um: 41.7
  viasPerCell: 7.52
  ant_nets: 0
  dr.pass1.iters: 7
  wirelength_um: 236000
  num_vias: 42528
  drtIter0Drc: 4893
## stage by stage
stage                     hold slack [ns]  instances
after floorplan                     0.468       4198
after global placement              0.490       5428
after global routing                0.529       5635
after detailed placement            0.499       5428
after CTS                           0.510       5635
final                               0.491       5653
## routing by layer
metal | wire [um] | GRT usage | vias up
met3 | 41800 | 0.321 | 941
met4 | 15200 | 0.237 | 19
met5 | 451 | 0.0284 | -
li1 | - | - | 16436
met2 | 93200 | 0.618 | 3546
met1 | 85300 | 0.655 | 21586
## critical path, stage by stage
cell             delay (ns)
clkdlybuf4s50_1        0.90
buf_4                  0.35
nand3_2                0.28
nor2_4                 0.76
buf_4                  0.42
a22oi_1                0.15
nand4_1                0.13
or4_1                  0.30
clkdlybuf4s50_1        0.52
## area by class of cell
type / count / area (um^2)
fillers: 8032 / 40900
multi-input cells: 2755 / 24100
repair buffers: 390 / 3500
diodes: 18 / 45.0
well taps: 1287 / 1610
clock buffers: 158 / 3240
clock inverters: 49 / 653
flip-flops and latches: 992 / 24800
inverters: 4 / 15.0
## repair_timing
action                                  CTS  global route
hold endpoints to repair                  0             0
resized                                   0             2
hold buffers                              0             0
endpoints found under the setup margin    0             1
## kinds of logic (layout without fill, tap and decap cells)
logic type / Yosys count / in the layout / share of synthesized area
compound gates: 857 / 857 / 0.135
buf+inv: 451 / 601 / 0.0370
flops: 992 / 992 / 0.495
mux: 1034 / 1034 / 0.232
other cells: 0 / 18 / 0
simple gates: 864 / 864 / 0.101
## cell usage after synthesis, drive strengths merged, types with 2 or more instances
cell type  instances
or4               63
nand4b             3
mux2i             21
nand4             95
nor3              24
nor4b              2
clkbuf           328
nand3            158
nor4               5
nand2b            11
a21oi             10
a221oi            15
nor2b             14
a2111oi          106
and3b              6
nor3b              8
o22ai              2
nor4bb             2
a22oi            658
nand3b            10
mux2            1012
and3             321
buf              119
dfrtp            992
o21ai              7
or3b               7
or3                3
nor2              61
a32o               2
a22o              15
a32oi             13
a222oi            19
and2              20
inv                4
nand2             49
a211oi             2
## report_power, final
group	leakage [nW]	total [mW]	internal [mW]	switching (mW)
registers	12.7	8.49	7.37	1.11
clock network	1.92	6.69	3.98	2.72
logic	11.8	2.47	1.34	1.13
## path summary, 6_finish.rpt
kind	start	end	slack (ns)	depth (start not counted)
worst max-delay path	i_rs2_addr[1]	o_rs2_data[2]	0.03	9
worst min-delay path	i_rst	u_regmem.u_reg16.q[12]	0.49	1
worst max register to register	u_regmem.u_reg5.q[0]	u_regmem.u_reg5.q[0]	5.60	1
worst min register to register	u_regmem.u_reg6.q[13]	u_regmem.u_reg6.q[13]	0.51	1
max in group asynchronous	i_rst	u_regmem.u_reg30.q[8]	4.17	3
min in group clk0	u_regmem.u_reg6.q[13]	u_regmem.u_reg6.q[13]	0.51	1
No activity file was given, so power comes from the tool's default toggle rates.
